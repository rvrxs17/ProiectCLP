`flow/config.mk`:
```
export PLATFORM = sky130hd
export DESIGN_NAME = modulControl
export DESIGN_NICKNAME = modulControl
export VERILOG_FILES = /design/flow/design.v
export SDC_FILE = /design/flow/constraint.sdc
export NUM_CORES = 4
export LEC_CHECK = 1
export CORE_AREA = 10 10 70 70
export DIE_AREA = 0 0 80 80
```
`flow/constraint.sdc`:
```
current_design modulControl

set clk_period 1.2
set clk_io_pct 0.2

create_clock -name clk0 -period $clk_period [get_ports {clk_i}]

set non_clock_inputs [all_inputs -no_clocks]
set_input_delay [expr $clk_period * $clk_io_pct] -clock clk0 $non_clock_inputs
set_output_delay [expr $clk_period * $clk_io_pct] -clock clk0 [all_outputs]
```
`flow/design.v`:
```
module modulControl
(
    input clk_i,
    input enable,
    input reset_n,
    input service_i,
    input done_nord,
    input done_sud,
    input done_est,
    input done_vest,
    input done_pietoni,
    output enable_nord,
    output enable_sud,
    output enable_est,
    output enable_vest,
    output enable_pietoni,
    output reg clear_nord,
    output reg clear_sud,
    output reg clear_est,
    output reg clear_vest,
    output reg clear_pietoni,
    output reg service_o
);
localparam s_idle = 0;
localparam s_auto_nord = 1;
localparam s_auto_sud = 2;
localparam s_auto_est = 3; 
localparam s_auto_vest = 4; 
localparam s_pietoni = 5; 
localparam s_service = 6;
reg [6:0]stare_curenta;
reg [6:0]stare_viitoare;
always @(posedge clk_i or negedge reset_n)
begin
    if(~reset_n) stare_curenta <= s_idle;
    else if(service_i) stare_curenta <= s_service;
    else       stare_curenta <= stare_viitoare;
end
always @(*)  
begin
    case(stare_curenta)
        s_idle: if(enable) stare_viitoare <= s_auto_sud;
                else stare_viitoare <= s_idle;
        s_auto_sud: if(done_sud) stare_viitoare <= s_auto_nord;
                else stare_viitoare <= s_auto_sud;
        s_auto_nord: if(done_nord) stare_viitoare <= s_auto_est;
                else stare_viitoare <= s_auto_nord;
        s_auto_est: if(done_est) stare_viitoare <= s_auto_vest;
                else stare_viitoare <= s_auto_est;
        s_auto_vest: if(done_vest) stare_viitoare <= s_pietoni;
                else stare_viitoare <= s_auto_vest;
        s_pietoni: if(done_pietoni) stare_viitoare <= s_auto_sud;
                else stare_viitoare <= s_pietoni;
        s_service: if(service_i) stare_viitoare <= s_idle;
        default: stare_viitoare <= s_idle;
    endcase
end
assign enable_nord = (stare_curenta == s_auto_nord);
assign enable_sud =  (stare_curenta == s_auto_sud);
assign enable_est = (stare_curenta == s_auto_est);
assign enable_vest = (stare_curenta == s_auto_vest);
assign enable_pietoni = (stare_curenta == s_pietoni);
always @*
begin
    clear_nord = (done_nord == 1) ? 1'b1 : 1'b0;
    clear_sud = (done_sud == 1) ? 1'b1 : 1'b0;
    clear_est = (done_est == 1) ? 1'b1 : 1'b0;
    clear_vest = (done_vest == 1) ? 1'b1 : 1'b0;
    clear_pietoni = (done_pietoni == 1) ? 1'b1 : 1'b0;
    service_o = (service_i == 1) ? 1'b1 : 1'b0;
end
endmodule
```
`flow/run.sh`:
```
#!/bin/bash
# OpenROAD 26Q1-2900-gdf79404cd8, Yosys 0.63+post, stock flow scripts
make -C /OpenROAD-flow-scripts/flow DESIGN_CONFIG=/design/flow/config.mk WORK_HOME=/design/flow/orfs finish
```
==> out/metrics.yaml <==
clock-root-buffer: "sky130_fd_sc_hd__clkbuf_4"
critPathCapture: "enable_est"
grt_pass1_vias: 426
violations: "setup timing"
synth.cells.most_frequent: "sky130_fd_sc_hd__buf_4 (6), sky130_fd_sc_hd__nor2b_1 (4)"
finalWorstSetupSlack_ps: -157
end_kind: "primary output"
route.detailed.drc: 0
worstSetupStartpointType: "flip-flop"
die-height_um: 80
worstHoldPathType: "primary input to async pin"
width_of_the_die_um: 80
synthToLayoutAreaGrowth_pct: 116
critPathLaunch: "stare_curenta[2]"
post_drt_via_cell_ratio: 3.25
flop_cell: "sky130_fd_sc_hd__dlxtn_1"
drtAntennaViolNets: 0
numPortBuffers: 19
cts-hold-fix-buffers: 0
maxSlewViolCount: 0
cts_tree: "built"
max-clock-path-buffers: 2
num_io_pins: 20
final_core_util_pct: 21.6
yosys.stat.chipArea_um2: 343
dp_hpwl_um: 870
gr-total-overflow: 0
warning_count: 27
finalCriticalPeriod_ps: 1360
htree_num_levels: 1
cap_violations: 0
detailroute.via_count: 393
worst-endpoint-required_ps: 960
tritoncts.num_buffers: 3
drt_iter0_markers: 2
globalRouteTotalUtil_pct: 3.46
outcome: "finished, violations left"
drt-pass1-iter-count: 4
antenna_cells_inserted: 0
crit_arrival_ps: 1120
final_layout_size_suffix_gt1_share_pct: 48.0
per_instance_average_area_after_synthesis_um2: 8.79
post_synth_main_area_contributors: "sky130_fd_sc_hd__dfrtp_1 (22%), sky130_fd_sc_hd__buf_4 (13%), sky130_fd_sc_hd__dlxtn_1 (13%), sky130_fd_sc_hd__a22o_1 (7.7%), sky130_fd_sc_hd__nor2b_1 (7.3%)"
synth-edff-count: 0
leading_cell_type_by_number_of_instances_after_synthesis: "sky130_fd_sc_hd__buf_4"
dominant_cell_area_share_pct: 21.9
synthArstFlopShare_pct: 50.0
fin_hold_ws_ps: 197
design_power_total_mw: 0.424
worst_setup_hold_path_clk_slew_ps: 30
global_route_wire_length_before_repair_um: 1890
cellLeakagePower_nw: 0.366
chip_area_mm2: 0.00640
yosysTopAreaCell: "sky130_fd_sc_hd__dfrtp_1"
power_per_cell_area_mw_per_mm2: 574
worst_slew_pin_tran_ps: 379
antenna_found_initial: 0
syn-cell-area_um2: 343
critical_path_class: "flip-flop to primary output"
grt_setup_unrepaired: "yes"
max_freq_mhz: 737
pin_count_of_the_biggest_net_entering_global_routing: 9
placementRows: 21
synth_flops: 6
design.core.area_mm2: 0.00342
ir_drop_mv: 0.139
gp_congestion: 0.759
worstPathMaxFanout: 3
max-slew-margin-rel_pct: 74.4
synth.distinct_cells: 19
yosysWarningCount: 1
period_used_pct: 113
setup_violations: 5
post_synth_inst_count: 39
core_util_floorplan_pct: 10.0
count_of_endpoints_without_a_timing_constraint: 3
timing_hold_violations_final: 0
yosys-stat-cells: 39
unclocked_pins: 3
route.detailed.wl_per_inst_um: 9.07
routed_wirelength_um: 1100
[registers in the layout, summed over array words and instances (netlist names)]
| name | flops |
|---|---|
| stare_curenta | 3 |
| stare_viitoare | 3 |
[repair_timing]
action | 4_1_cts | 5_1_grt
resized | 31 | 4
cloned | 0 | 0
pin swaps | 3 | 0
setup endpoints to repair | 11 | 6
buffers inserted | 6 | 0
[metal layers]
layer  vias up  global-route usage [%]  share of wire [%]
met5         -                       0                  0
met4         0                    1.41                2.6
met3         2                   0.341                2.8
met2         7                    5.70                 51
met1       185                    4.49                 43
li1        199                       -                  -
[report_power, final]
part	switching (mW)	internal (mW)
Sequential	0.00402	0.111
Combinational	0.0419	0.0962
Clock	0.0465	0.124
Total	0.0924	0.332
[area by class of cell]
| class | instances | area [um2] |
|---|---|---|
| Clock buffer | 4 | 26.3 |
| Fill cell | 376 | 2680 |
| Inverter | 2 | 7.51 |
| Multi-Input combinational cell | 24 | 194 |
| Sequential cell | 6 | 123 |
| Tap cell | 46 | 57.6 |
| Timing Repair Buffer | 39 | 332 |
[how the worst min path moves through the flow]
stage,start,endpoint,slack [ps]
CTS,reset_n,stare_curenta[0],190
finish,reset_n,stare_curenta[0],200
global route,reset_n,stare_curenta[1],210
[kinds of logic after synthesis]
kind of cell / share of synthesized area [%]
AOI/OAI and AO/OA: 17.2
buffers and inverters: 16.4
DFF: 21.9
latches: 13.1
and+or+nand+nor: 31.4
[critical path, cell delays in order, from the launching register on]
cell                      delay [ps]
sky130_fd_sc_hd__dfrtp_2         420
sky130_fd_sc_hd__buf_6           130
sky130_fd_sc_hd__nor2b_4         120
sky130_fd_sc_hd__and2_4          150
sky130_fd_sc_hd__buf_6            80
[per-stage QoR]
stage	worst slack [ps]	TNS, ps	instance area, um2	cells
floorplan	196	0	343	39
detailed placement	-299	-2640	647	111
global route	-219	-1000	739	121
finish	-157	-642	739	121
global placement	-281	-2690	647	111
CTS	-166	-707	722	121
[layout by cell type, fill, tap and decap left out]
cell and instances:
sky130_fd_sc_hd__clkdlybuf4s50_1 7, sky130_fd_sc_hd__a21oi_1 3, sky130_fd_sc_hd__nor2_1 2, sky130_fd_sc_hd__nand2b_1 1
sky130_fd_sc_hd__a221oi_1 1, sky130_fd_sc_hd__a22o_1 3, sky130_fd_sc_hd__dlymetal6s2s_1 1, sky130_fd_sc_hd__inv_1 2
sky130_fd_sc_hd__clkbuf_4 3, sky130_fd_sc_hd__and2_1 1, sky130_fd_sc_hd__dlxtn_1 3, sky130_fd_sc_hd__nor2b_1 2
sky130_fd_sc_hd__dlygate4sd2_1 6, sky130_fd_sc_hd__nor3b_2 1, sky130_fd_sc_hd__or2_1 2, sky130_fd_sc_hd__buf_2 4
sky130_fd_sc_hd__dfrtp_2 2, sky130_fd_sc_hd__buf_6 5, sky130_fd_sc_hd__and2_4 1, sky130_fd_sc_hd__nor2b_4 4
sky130_fd_sc_hd__nor4bb_1 1, sky130_fd_sc_hd__nand2_1 1, sky130_fd_sc_hd__dfrtp_1 1, sky130_fd_sc_hd__clkbuf_1 1
sky130_fd_sc_hd__a211o_1 1, sky130_fd_sc_hd__buf_4 16
